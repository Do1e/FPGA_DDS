--- /design/flow/run.sh ---
#!/bin/bash
# OpenROAD 26Q1-2900-gdf79404cd8, Yosys 0.63+post, stock flow scripts
make -C /OpenROAD-flow-scripts/flow DESIGN_CONFIG=/design/flow/config.mk WORK_HOME=/design/flow/orfs finish
--- /design/flow/config.mk ---
export PLATFORM = sky130hd
export DESIGN_NAME = Div_f
export DESIGN_NICKNAME = Div_f
export VERILOG_FILES = /design/flow/design.v
export SDC_FILE = /design/flow/constraint.sdc
export NUM_CORES = 4
export LEC_CHECK = 1
export CORE_UTILIZATION = 30
--- /design/flow/constraint.sdc ---
current_design Div_f

set clk_period 7.4
set clk_io_pct 0.2

create_clock -name clk0 -period $clk_period [get_ports {clk_100MHz}]

set non_clock_inputs [all_inputs -no_clocks]
set_input_delay [expr $clk_period * $clk_io_pct] -clock clk0 $non_clock_inputs
set_output_delay [expr $clk_period * $clk_io_pct] -clock clk0 [all_outputs]
--- /design/flow/design.v ---
`timescale 1ns / 1ps
module Div_f #(parameter f = 1000)(
    input wire clk_100MHz,
    output reg Y
    );
    reg [31:0]count = 0;
    always @(posedge clk_100MHz)
    begin
        if(count != (50000000 / f - 1))
            count <= count + 1;
        else
        begin
            count = 0;
            Y = ~Y;
        end
    end
endmodule
==> out/results.ini <==
[outcome]
outcome=complete, no violations

[floorplan]
ios=2
core_area_um2=4440
num_rows=24
initial_core_util_pct=32.0
die_area_um2=5030
die-height_um=70.9
dieWidth_um=70.9

[final_layout]
lay_top_cells=dfxtp_1 (32), xnor2_1 (25), nand4_1 (15)
nFillCells=442
synthToLayoutAreaGrowth_pct=10.2
mostFrequentLayoutCell=dfxtp_1
postLayoutCellArea_um2=1570
drive_gt1_share_pct=10.2

[sta]
worst_pin_slew_ns=0.567
report.final.slew_viol_count=0
tns_ns=0
finalClockPeriodUsage_pct=34.6
setup_viol=0
max_freq_mhz=390
rsz0062_at_grt=no
finalClockSkew_ns=0.00447
hold_viol_final=0
maxSlewHeadroom_pct=61.9
min_period_ns=2.56

[synthesis]
ys_warn_count=1
ys_cells=141
synth-seq-cells=33
synthCells=141
largest_area_cell=dfxtp_1
synth.distinct_cells=24
yosysTopAreaCellShare_pct=45.0
synth_seq_share_pct=47.1
topCellsByArea=dfxtp_1 (45%), xnor2_1 (15%), nand4_1 (6.6%)
yosys_area_um2=1420
postSynthAreaPerCell_um2=10.1
syn-cell-area_um2=1420

[critical_path]
end_kind=output port
cp_slowest_cell=clkdlybuf4s50_1
crit_path_max_fanout=2
critPathLaunchType=flop
slowest_delay_ns=0.46
path_buffers=1
worst_ep_required_time_ns=5.92
arrival_ns=1.08
cp_cell_sequence=clkdlybuf4s50_1
path_class=reg2out
crit_family=buffers and inverters

[power]
p_leak_nw=0.509
finalPower_w=0.000310
power_density_nw_per_um2=197
vdd_drop_max_mv=0.103

[clock_network]
cts_setup_buffers=0
clockBufferDepth=2
cts_buffers=5
post_cts_resized=0
htree_levels=2
hold_buffers=0
cts.sinks=33
tritoncts=built
clkTransAtPathRegs_ns=0.06
clock_latency_ns=0.28
ctsRootBufferMaster=clkbuf_8

[detailed_routing]
vias=999
num_antenna_cells=0
wl_mm=2.39
detail-route-antenna-nets=0
dr.first_iter.drc_count=32
drc=0
routedWlPerCell_um=12.0
via_per_inst=5.02
dr.pass1.iters=4

[global_routing]
antenna_found_initial=0
grt_max_degree=11
grt.overflow.total=0
grt.total_usage_pct=11.1
grt_pass1_wl_mm=4.46
grt_pass1_vias=970

[placement]
hpwl_mm=1.72
port_buffers=1
postPlaceCellArea_um2=1480
routabilityCongestion=0.916

[hold_path]
hold_class=reg2reg

[job]
drv_cap=0
warnings=25

## routing by layer
| metal | track usage, % | wire length [um] | vias up |
|---|---|---|---|
| li1 | - | - | 508 |
| met1 | 16.9 | 1200 | 475 |
| met2 | 16.7 | 1070 | 11 |
| met3 | 2.60 | 78 | 5 |
| met4 | 2.22 | 47 | 0 |
| met5 | 0 | 0 | - |
## cell families (layout without fill, tap and decap cells)
logic type               Yosys count  count (layout)  synth area share [%]
flip-flops                        33              33                  47.1
AND/OR/NAND/NOR                   70              70                  31.1
XOR/XNOR                          30              30                  18.5
buffers and inverters              7              13                  2.46
adder cells (fa/ha/maj)            1               1                 0.879
## synthesized netlist by cell type
cell and number:
nand4_4 2, nor4b_1 1, nand4_2 1, nor4_4 2
nor2b_1 1, xnor2_1 25, and4_1 1, and2b_2 1
dfxtp_1 32, buf_2 1, nand4_1 15, and3_2 2
inv_1 5, nor2_2 1, xor2_1 5, buf_6 1
nor4_1 8, and3_1 1, nand3_1 6, nand2_1 11
nor3_1 5, ha_1 1, edfxtp_1 1, nor2_1 12
## path summary, 6_finish.rpt
| check | start | endpoint | slack [ns] | depth (start not counted) |
|---|---|---|---|---|
| max | Y | Y | 4.84 | 1 |
| min | count[31] | count[31] | 0.47 | 1 |
| max reg2reg | count[0] | Y | 5.55 | 3 |
| min reg2reg | count[31] | count[31] | 0.47 | 1 |
## through the flow
step | util (%) | cells | hold slack [ns] | worst slack (ns)
after global routing | 35.3 | 199 | 0.495 | 4.80
after global placement | 33.4 | 192 | 0.454 | 5.13
final | 35.3 | 199 | 0.472 | 4.84
after CTS | 35.3 | 199 | 0.476 | 4.82
after detailed placement | 33.4 | 192 | 0.463 | 5.13
after floorplan | - | 141 | 0.436 | 5.59
## report_power, final
group / leakage [nW] / internal (W) / switching (W)
combinational: 0.195 / 0 / 0
sequential: 0.269 / 0.000178 / 0
clock: 0.0443 / 0.0000736 / 0.0000575
total: 0.509 / 0.000252 / 0.0000575
## sequential cells by signal, indices dropped and copies added, names as in the netlist
register / flops
Y: 1
count: 32
## area by class of cell
cell class                 count  area (um2)  area share (%)
clock buffer                   7        86.3            5.50
inverter                       5        18.8            1.20
multi-input combinational    101         718            45.8
sequential                    33         671            42.7
tap                           52        65.1            4.15
timing repair buffer           1        10.0           0.638
Power is estimated from default activity; no workload was simulated.
